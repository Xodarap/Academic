$ cat constraint.sdc
current_design decode

set clk_period 14.3
set clk_io_pct 0.2

create_clock -name clk0 -period $clk_period [get_ports {Clk}]

set non_clock_inputs [all_inputs -no_clocks]
set_input_delay [expr $clk_period * $clk_io_pct] -clock clk0 $non_clock_inputs
set_output_delay [expr $clk_period * $clk_io_pct] -clock clk0 [all_outputs]
$ cat run.sh
#!/bin/bash
# OpenROAD 26Q1-2900-gdf79404cd8, Yosys 0.63+post, stock flow scripts
make -C /OpenROAD-flow-scripts/flow DESIGN_CONFIG=/design/flow/config.mk WORK_HOME=/design/flow/orfs finish
$ cat config.mk
export PLATFORM = sky130hd
export DESIGN_NAME = decode
export DESIGN_NICKNAME = decode
export VERILOG_FILES = /design/flow/design.v
export SDC_FILE = /design/flow/constraint.sdc
export NUM_CORES = 4
export LEC_CHECK = 1
export CORE_UTILIZATION = 40
$ cat design.v
module dff (q, d, clk, rst);
    output         q;
    input          d;
    input          clk;
    input          rst;
    reg            state;
    assign #(1) q = state;
    always @(posedge clk) begin
      state = rst? 0 : d;
    end
endmodule
module onebitreg(readdata, clk, rst, writedata, write);
   output readdata;
   input  clk, rst, writedata, write;
   wire   actualWrite;
   assign actualWrite = (write & writedata) | (~write & readdata);
   dff data(.q (readdata), .d(actualWrite), .clk (clk), .rst (rst));
endmodule  
module reg16(readdata, clk, rst, writedata, write);
   output [15:0] readdata;
   input 	clk, rst, write;
   input [15:0] writedata;
   onebitreg r0 (.readdata(readdata[0]), .clk(clk), .rst(rst), .writedata(writedata[0]), .write(write));
   onebitreg r1 (.readdata(readdata[1]), .clk(clk), .rst(rst), .writedata(writedata[1]), .write(write));
   onebitreg r2 (.readdata(readdata[2]), .clk(clk), .rst(rst), .writedata(writedata[2]), .write(write));
   onebitreg r3 (.readdata(readdata[3]), .clk(clk), .rst(rst), .writedata(writedata[3]), .write(write));
   onebitreg r4 (.readdata(readdata[4]), .clk(clk), .rst(rst), .writedata(writedata[4]), .write(write));
   onebitreg r5 (.readdata(readdata[5]), .clk(clk), .rst(rst), .writedata(writedata[5]), .write(write));
   onebitreg r6 (.readdata(readdata[6]), .clk(clk), .rst(rst), .writedata(writedata[6]), .write(write));
   onebitreg r7 (.readdata(readdata[7]), .clk(clk), .rst(rst), .writedata(writedata[7]), .write(write));
   onebitreg r8 (.readdata(readdata[8]), .clk(clk), .rst(rst), .writedata(writedata[8]), .write(write));
   onebitreg r9 (.readdata(readdata[9]), .clk(clk), .rst(rst), .writedata(writedata[9]), .write(write));
   onebitreg r10(.readdata(readdata[10]), .clk(clk), .rst(rst), .writedata(writedata[10]), .write(write));
   onebitreg r11(.readdata(readdata[11]), .clk(clk), .rst(rst), .writedata(writedata[11]), .write(write));
   onebitreg r12(.readdata(readdata[12]), .clk(clk), .rst(rst), .writedata(writedata[12]), .write(write));
   onebitreg r13(.readdata(readdata[13]), .clk(clk), .rst(rst), .writedata(writedata[13]), .write(write));
   onebitreg r14(.readdata(readdata[14]), .clk(clk), .rst(rst), .writedata(writedata[14]), .write(write));
   onebitreg r15(.readdata(readdata[15]), .clk(clk), .rst(rst), .writedata(writedata[15]), .write(write));
endmodule  
module decode(Clk, Rst, Reg1, Reg2, Reg3, 
	      RegWrite, RegDest, WriteData, RegVal1, RegVal2);
	wire err;
   input Clk, Rst, RegWrite;
   input [1:0] RegDest;
   input [2:0] Reg1, Reg2, Reg3;
   input [15:0] WriteData;
   output [15:0] RegVal1, RegVal2;
	reg [2:0] writeReg;
   wire [2:0] 	 regToWriteTo;
   rf rf0(.read1data(RegVal1), .read2data(RegVal2), .clk(Clk), .rst(Rst),
		.read1regsel(Reg1), .read2regsel(Reg2), .err(err),
		.writeregsel(regToWriteTo), .writedata(WriteData), 
		.write(RegWrite)
                );
	always@(*) begin
	case(RegDest)
		2'b00:writeReg = Reg1;
		2'b01:writeReg = Reg2;
		2'b10:writeReg = Reg3;
		2'b11:writeReg = 3'b111;
	endcase
	end
   assign regToWriteTo = writeReg;
endmodule  
module rf (
           read1data, read2data, err,
           clk, rst, read1regsel, read2regsel, writeregsel, writedata, write
           );
   input clk, rst;
   input [2:0] read1regsel;
   input [2:0] read2regsel;
   input [2:0] writeregsel;
   input [15:0] writedata;
   input        write;
   output [15:0] read1data;
   output [15:0] read2data;
   output        err;
   wire[127:0] readDatas;
   wire [7:0] 	 writeEnable;
   reg [15:0] 	 readDataReg1, readDataReg2;
   assign writeEnable[0] = write & (3'b000 == writeregsel);
   assign writeEnable[1] = write & (3'b001 == writeregsel);
   assign writeEnable[2] = write & (3'b010 == writeregsel);
   assign writeEnable[3] = write & (3'b011 == writeregsel);
   assign writeEnable[4] = write & (3'b100 == writeregsel);
   assign writeEnable[5] = write & (3'b101 == writeregsel);
   assign writeEnable[6] = write & (3'b110 == writeregsel);
   assign writeEnable[7] = write & (3'b111 == writeregsel);
   reg16 r0(.readdata(readDatas[15:0]), .clk(clk), .rst(rst), .writedata(writedata), .write(writeEnable[0]));
   reg16 r1(.readdata(readDatas[31:16]), .clk(clk), .rst(rst), .writedata(writedata), .write(writeEnable[1]));
   reg16 r2(.readdata(readDatas[47:32]), .clk(clk), .rst(rst), .writedata(writedata), .write(writeEnable[2]));
   reg16 r3(.readdata(readDatas[63:48]), .clk(clk), .rst(rst), .writedata(writedata), .write(writeEnable[3]));
   reg16 r4(.readdata(readDatas[79:64]), .clk(clk), .rst(rst), .writedata(writedata), .write(writeEnable[4]));
   reg16 r5(.readdata(readDatas[95:80]), .clk(clk), .rst(rst), .writedata(writedata), .write(writeEnable[5]));
   reg16 r6(.readdata(readDatas[111:96]), .clk(clk), .rst(rst), .writedata(writedata), .write(writeEnable[6]));
   reg16 r7(.readdata(readDatas[127:112]), .clk(clk), .rst(rst), .writedata(writedata), .write(writeEnable[7]));
   always @* case (read1regsel)
	       3'b000: readDataReg1 = readDatas[15:0];
	       3'b001: readDataReg1 = readDatas[31:16];
	       3'b010: readDataReg1 = readDatas[47:32];
	       3'b011: readDataReg1 = readDatas[63:48];
	       3'b100: readDataReg1 = readDatas[79:64];
	       3'b101: readDataReg1 = readDatas[95:80];
	       3'b110: readDataReg1 = readDatas[111:96];
	       3'b111: readDataReg1 = readDatas[127:112];
	     endcase  
   always @* case (read2regsel)
	       3'b000: readDataReg2 = readDatas[15:0];
	       3'b001: readDataReg2 = readDatas[31:16];
	       3'b010: readDataReg2 = readDatas[47:32];
	       3'b011: readDataReg2 = readDatas[63:48];
	       3'b100: readDataReg2 = readDatas[79:64];
	       3'b101: readDataReg2 = readDatas[95:80];
	       3'b110: readDataReg2 = readDatas[111:96];
	       3'b111: readDataReg2 = readDatas[127:112];
	     endcase  
   assign read1data = readDataReg1;
   assign read2data = readDataReg2;
endmodule
==> impl_metrics.json <==
{
  "grt_max_degree": 74,
  "syn_to_final_growth_pct": 17.39,
  "die_area_um2": 18900,
  "rsz0062_at_grt": "no",
  "ant_nets": 0,
  "cts_tree": "done",
  "yosysUniqueCellTypes": 40,
  "yosys_warnings": 3,
  "synth_flops": 128,
  "start_kind": "input pin",
  "power_density_nw_per_um2": 110.1,
  "place_inst": 1021,
  "drv_slew": 0,
  "grt_pass1_vias": 6076,
  "dpl.hpwl_mm": 13.76,
  "ys_cells": 795,
  "drt_first_pass_iters": 4,
  "drt-total-wl_mm": 22.73,
  "clockBufferDepth": 2,
  "antenna_found_initial": 0,
  "crit_type": "input pin to output pin",
  "clock.fmax_mhz": 115.7,
  "core-area_um2": 17960,
  "synth_area_per_cell_um2": 9.234,
  "grt_pass1_wl_mm": 35.13,
  "critPathBufInv": 3,
  "area_leaders": "dfxtp_1, mux2i_1, nand2b_1",
  "ys_area_um2": 7341,
  "slowest_stage": "nor2b_1",
  "crit_path_frequent_cell": "clkdlybuf4s50_1",
  "synth-edff-count": 0,
  "clock_latency_ns": 0.41,
  "gp_congestion": 0.8920,
  "cts_resized": 0,
  "ys_seq_share_pct": 34.91,
  "vias": 6181,
  "syn_area_um2": 7341,
  "die_x_um": 137.5,
  "power_leakage_nw": 3.664,
  "clk_pin_slew_worst_paths_ns": 0.06,
  "worst-slew-pin-transition_ns": 1.100,
  "path_cells": "clkdlybuf4s50_1, buf_4, nor2b_1, a22o_1, a22oi_1, a21oi_1, clkdlybuf4s50_1",
  "placed_area_um2": 8001,
  "critPathTopFamily": "buffers and inverters",
  "crit_required_ns": 11.44,
  "cp-startpoint": "Reg2[2]",
  "fin_area_um2": 8617,
  "cap_violations": 0,
  "fin_hold_ws_ns": 0.4823,
  "slew_headroom_pct": 26.53,
  "instances_no_fill": 1053,
  "cts_buffers": 17,
  "overflow": 0,
  "portBuffers": 61,
  "outcome": "finished, final reports clean",
  "slowest_delay_ns": 0.93,
  "fp_util_pct": 40.87,
  "cp.arrival_ns": 5.78,
  "max-vdd-ir-drop_v": 0.0001048,
  "grt_usage_pct": 25.62,
  "finalHoldViolCount": 0,
  "top_area_share_pct": 34.91,
  "die_h_um": 137.5,
  "antenna_cells_inserted": 0,
  "yosys_most_used_dff": "dfxtp_1",
  "vias_per_cell": 5.870,
  "drt_iter0_markers": 520,
  "warnings": 25,
  "clock-root-buffer": "clkbuf_16",
  "skew_ns": 0,
  "synthArstFlopShare_pct": 0,
  "min_path_type": "flop to flop",
  "crit_path_end_kind": "output pin",
  "fin_tns_setup_ns": 0,
  "fillers": 1623,
  "hold_buffers": 0,
  "setup_viol": 0,
  "avgRoutedWirePerCell_um": 21.59,
  "drive_above_1_share_pct": 8.981,
  "regArea_um2": 2562,
  "finalCritPeriodShare_pct": 60.43,
  "clock-sinks": 128,
  "postSynthCellCount": 795,
  "path_max_fanout": 39,
  "period_needed_ns": 8.641,
  "logic_area_um2": 4387,
  "htreeDepth": 4,
  "ios": 62,
  "drc": 0,
  "synth_top_cell_by_area": "dfxtp_1",
  "postCtsSetupRepairBufs": 0,
  "rows": 49
}
==> logic make-up after synthesis <==
logic type	synth area share, %
and+or+nand+nor	21.10
buffers and inverters	5.335
DFF	34.91
muxes	23.33
AOI/OAI and AO/OA	15.32
==> per-layer routing <==
metal / vias to the layer above / track usage (%) / share of wire, %
met1: 2986 / 37.33 / 44
met4: 2 / 5.006 / 1.9
met5: - / 1.667 / 0.18
li1: 2875 / - / -
met2: 291 / 39.11 / 45
met3: 27 / 6.456 / 8.1
==> layout by cell type (no fill, tap or decap), types with 9 or more instances in the layout <==
cell type and n:
a21oi_1 16, a221oi_1 28, a22o_1 13, a22oi_1 20, buf_4 15, clkbuf_16 17, clkdlybuf4s50_1 57, dfxtp_1 128
inv_1 16, mux2_2 9, mux2i_1 152, nand2_1 16, nand2b_1 150, nor2_1 51, nor2b_1 18, o21ai_0 11
o22a_1 9, o22ai_1 12, o2bb2ai_1 16
==> synthesized netlist by cell type (2+ instances only) <==
cell,n
a211oi_1,2
a21oi_1,16
a221oi_1,28
a22o_1,13
a22oi_1,20
and2_1,2
buf_1,16
buf_2,10
buf_4,3
clkbuf_1,48
clkinv_1,2
dfxtp_1,128
inv_1,16
mux2_2,9
mux2i_1,152
mux4_2,4
nand2_1,16
nand2b_1,150
nand3_1,2
nand4_4,4
nor2_1,51
nor2b_1,18
nor3_4,2
o21ai_0,11
o221a_2,2
o22a_1,9
o22ai_1,12
o22ai_2,2
o2bb2ai_1,16
o31ai_1,8
o32a_1,4
or3_1,4
or4_1,8
==> worst register-to-register path: stages, from the launching register on <==
cell	delay, ns
dfxtp_1	0.34
inv_1	0.06
o31ai_1	0.24
==> power by group <==
part	total [mW]	switching, mW	internal (mW)
clock	0.451	0.168	0.283
combinational	0.123	0.0694	0.0534
sequential	0.375	0.00774	0.367
==> stage by stage <==
step                worst slack (ns)  util (%)  total power [mW]
finish                         5.659     47.97            0.9484
CTS                            5.704     47.97            0.9513
global route                   5.486     47.97            0.9766
global placement               5.782     44.54            0.5016
detailed placement             5.729     44.54            0.5033
floorplan                      7.224         -            0.4560
==> final timing paths <==
kind,end,slack [ns],cells after the start
worst min register to register,flop,0.48,2
worst max register to register,flop,13.57,2
worst min-delay path,flop,0.48,2
worst max-delay path,RegVal2[13],5.66,7
==> cell type report <==
| type | count | share of cell area [%] |
|---|---|---|
| Timing Repair Buffer | 75 | 8.102 |
| Multi-Input combinational cell | 571 | 50.91 |
| Tap cell | 229 | 3.325 |
| Inverter | 18 | 0.7841 |
| Clock inverter | 13 | 1.888 |
| Sequential cell | 128 | 29.74 |
| Clock buffer | 19 | 5.256 |
No activity file was given, so power comes from the tool's default toggle rates.
