<file path="/design/flow/design.v">
module dff (q, d, clk, rst);
    output         q;
    input          d;
    input          clk;
    input          rst;
    reg            state;
    assign #(1) q = state;
    always @(posedge clk) begin
      state = rst? 0 : d;
    end
endmodule
module onebitreg(readdata, clk, rst, writedata, write);
   output readdata;
   input  clk, rst, writedata, write;
   wire   actualWrite;
   assign actualWrite = (write & writedata) | (~write & readdata);
   dff data(.q (readdata), .d(actualWrite), .clk (clk), .rst (rst));
endmodule  
module reg16(readdata, clk, rst, writedata, write);
   output [15:0] readdata;
   input 	clk, rst, write;
   input [15:0] writedata;
   onebitreg r0 (.readdata(readdata[0]), .clk(clk), .rst(rst), .writedata(writedata[0]), .write(write));
   onebitreg r1 (.readdata(readdata[1]), .clk(clk), .rst(rst), .writedata(writedata[1]), .write(write));
   onebitreg r2 (.readdata(readdata[2]), .clk(clk), .rst(rst), .writedata(writedata[2]), .write(write));
   onebitreg r3 (.readdata(readdata[3]), .clk(clk), .rst(rst), .writedata(writedata[3]), .write(write));
   onebitreg r4 (.readdata(readdata[4]), .clk(clk), .rst(rst), .writedata(writedata[4]), .write(write));
   onebitreg r5 (.readdata(readdata[5]), .clk(clk), .rst(rst), .writedata(writedata[5]), .write(write));
   onebitreg r6 (.readdata(readdata[6]), .clk(clk), .rst(rst), .writedata(writedata[6]), .write(write));
   onebitreg r7 (.readdata(readdata[7]), .clk(clk), .rst(rst), .writedata(writedata[7]), .write(write));
   onebitreg r8 (.readdata(readdata[8]), .clk(clk), .rst(rst), .writedata(writedata[8]), .write(write));
   onebitreg r9 (.readdata(readdata[9]), .clk(clk), .rst(rst), .writedata(writedata[9]), .write(write));
   onebitreg r10(.readdata(readdata[10]), .clk(clk), .rst(rst), .writedata(writedata[10]), .write(write));
   onebitreg r11(.readdata(readdata[11]), .clk(clk), .rst(rst), .writedata(writedata[11]), .write(write));
   onebitreg r12(.readdata(readdata[12]), .clk(clk), .rst(rst), .writedata(writedata[12]), .write(write));
   onebitreg r13(.readdata(readdata[13]), .clk(clk), .rst(rst), .writedata(writedata[13]), .write(write));
   onebitreg r14(.readdata(readdata[14]), .clk(clk), .rst(rst), .writedata(writedata[14]), .write(write));
   onebitreg r15(.readdata(readdata[15]), .clk(clk), .rst(rst), .writedata(writedata[15]), .write(write));
endmodule  
module control_ff2(input [35:0] control_in,
		  input [15:0] Inst_in,
		  input clk,
		  input rst,
		  input Stall,
		  input Halt_in,
		  output [35:0] control_out,
		  output [15:0] Inst_out,
		  output Halt_out);
   wire [10:0] 			foo;
   reg16 r0(.readdata(control_out[15:0]), .clk(clk), .rst(rst), .writedata(control_in[15:0]), .write(~Stall));
   reg16 r1(.readdata(control_out[31:16]), .clk(clk), .rst(rst), .writedata(control_in[31:16]), .write(~Stall));
   reg16 r2(.readdata({foo, Halt_out, control_out[35:32]}), .clk(clk), .rst(rst), .writedata({11'b0, Halt_in, control_in[35:32]}), .write(~Stall));
   reg16 r3(.readdata(Inst_out[15:0]), .clk(clk), .rst(rst), .writedata(Inst_in[15:0]), .write(~Stall));   
endmodule  
</file>
<file path="/design/flow/run.sh">
#!/bin/bash
# OpenROAD 26Q1-2900-gdf79404cd8, Yosys 0.63+post, stock flow scripts
make -C /OpenROAD-flow-scripts/flow DESIGN_CONFIG=/design/flow/config.mk WORK_HOME=/design/flow/orfs finish
</file>
<file path="/design/flow/config.mk">
export PLATFORM = sky130hd
export DESIGN_NAME = control_ff2
export DESIGN_NICKNAME = control_ff2
export VERILOG_FILES = /design/flow/design.v
export SDC_FILE = /design/flow/constraint.sdc
export NUM_CORES = 4
export LEC_CHECK = 1
export CORE_UTILIZATION = 30
</file>
<file path="/design/flow/constraint.sdc">
current_design control_ff2

set clk_period 1.0
set clk_io_pct 0.2

create_clock -name clk0 -period $clk_period [get_ports {clk}]

set non_clock_inputs [all_inputs -no_clocks]
set_input_delay [expr $clk_period * $clk_io_pct] -clock clk0 $non_clock_inputs
set_output_delay [expr $clk_period * $clk_io_pct] -clock clk0 [all_outputs]
</file>
==> run notes <==
run metrics: status complete, no violations, share of power burned in the clock network 29.1%, Leak 1.43 nW, Worst Path Arrival 740 ps, Yosys chip area 0.00229 sq mm, clock root cell clkbuf_8, DRT iter0 DRCs 24, Peak Freq 1070 MHz, post-synth top area cell dfxtp_1, FP Core Util 31.3%, hold buffers post-CTS 0, Reg power frac 56.1%, global-route wire length before repair 6.35 mm, vias per cell 4.00, Die Wd 89.4 um, final cell count without fillers 379, slowest stage cell, crit path dfxtp_2, IO Count 109, # setup viols final 0, placed insts 370, WL final 4.25 mm, setup tns final 0 ps, clk buf depth 2, Required @ worst endpoint 800 ps, Top-area cell share 46.3%, Die Height 89.4 um, clock skew 0 ps, CTS Sinks 53, Final Hold Fails 0, internal cell power 3.22 mW, Combinational Power Share 14.8%, GRT overflow 0, Cells after Synth 223, CTS Buf Count 5, Setup crit start kind flop, number of H-tree levels 2, Synth Cell Area 0.00229 sq mm, Slew @ Worst Pin 207 ps, Peak VDD IR 0.487 mV, clk slew on worst S/H paths 90 ps, Chip Area 0.00799 sq mm, Crit path buffers/inverters 1, vias in the first global route 1326, core footprint 0.00733 sq mm, CTS tree built, Switch Pwr 0.901 mW, Routed Antenna Nets 0, Yosys Instances 223, RSZ-0062 raised after global routing no, routability cong. 0.687, initial antenna violation count 0, Max-slew headroom 86.2%, total power 4.12 mW, Netlist cell types 8, share of layout cells above drive strength 1 42.9%, dpl hpwl 2.86 mm, Synth Seq Share 46.3%, min Tclk post-route 935 ps, syn avg cell area 10.3 sq um, largest net degree at the start of global routing 45, final core occ 40.3%, CP max FO 2, Switching Share 21.9%, critical path's top delay family flip-flops, worst-path cell chain buf_2, Top Layout Cells mux2i_1, nor2_1, dfxtp_2, clkdlybuf4s50_1, buf_2, Yosys warning total 1, # port buffers 108, Top cells by area dfxtp_1, mux2i_1, buf_4, nor2_1, buf_8, Tot GR Track Use 10.5%, CP endpoint kind output pin, Site Rows 31, # diodes 0, largest stage delay on the critical path 330 ps, PwrDens 1390 mW/mm^2, vias 1517, HP Class primary input to flop, Final Max Tran Viols 0, Setup CP Type flop to output pin, OpenROAD warnings 25, Post-synth regs 53, # DRC 0, First-pass DRT Iterations 2, clk latency late pin 290 ps, WL/cell 11.2 um, max cap viols 0, Area growth syn-to-layout 29.1%, fin crit share 93.5%
[final cells by class]
type                    count  area, sq um
repair buffers            114          891
multi-input cells         106          729
well taps                  99          124
fillers                   728         4370
flip-flops and latches     53         1130
clock buffers               7         86.3
[worst register-to-register path: stages, from the launching register on]
cell and delay, ps:
dfxtp_2 320, buf_4 120, mux2i_1 130, nor2_1 50
[cell families (layout without fill, tap and decap cells)]
logic type	count (synthesis)	after routing	share of synthesized area (%)
buf+inv	64	121	21.8
mux	53	53	23.2
flops	53	53	46.3
simple gates	53	53	8.68
[cells in the mapped netlist]
cell	n
mux2i_1	53
buf_4	52
nor2_1	53
clkbuf_1	5
buf_6	1
dfxtp_1	53
buf_8	5
clkbuf_2	1
[path summary, 6_finish.rpt]
kind	slack, ps	depth (start not counted)	endpoint	startpoint
worst max-delay path	60	1	Inst_out[6]	flop
worst min register to register	490	2	flop	flop
worst max register to register	270	3	flop	flop
worst min-delay path	260	3	flop	rst
[power by group through the flow]
stage	Combinational, mW	Sequential (mW)	Clock (mW)
after global routing	0.685	2.33	1.36
after CTS	0.639	2.31	1.28
final	0.612	2.31	1.20
[per-stage QoR]
step	worst slack, ps	cell area, sq um	hold slack (ps)
after floorplan	168	2290	344
after global placement	-11.2	3060	474
after detailed placement	-7.29	3060	484
after CTS	0.848	3020	258
after global routing	21.0	2960	269
final	64.8	2960	265
[metal layers]
metal  global-route usage [%]  routed length [um]  vias to the layer above
li1                         -                   -                      774
met1                     15.4                2000                      675
met2                     15.8                1760                       63
met3                     3.75                 430                        5
met4                     1.15                  52                        0
met5                        0                   0                        -
[timing repair]
item,CTS,global route
cloned,0,0
setup endpoints to repair,53,12
setup buffers,2,0
hold endpoints to repair,0,0
resized,201,12
Power figures rest on the tool's default switching activity, not on a simulated workload.
