File: flow/config.mk
export PLATFORM = sky130hd
export DESIGN_NAME = decode2execute
export DESIGN_NICKNAME = decode2execute
export VERILOG_FILES = /design/flow/design.v
export SDC_FILE = /design/flow/constraint.sdc
export NUM_CORES = 4
export LEC_CHECK = 1
export CORE_UTILIZATION = 40
File: flow/constraint.sdc
current_design decode2execute

set clk_period 1.1
set clk_io_pct 0.2

create_clock -name clk0 -period $clk_period [get_ports {Clk}]

set non_clock_inputs [all_inputs -no_clocks]
set_input_delay [expr $clk_period * $clk_io_pct] -clock clk0 $non_clock_inputs
set_output_delay [expr $clk_period * $clk_io_pct] -clock clk0 [all_outputs]
File: flow/design.v
module dff (q, d, clk, rst);
    output         q;
    input          d;
    input          clk;
    input          rst;
    reg            state;
    assign #(1) q = state;
    always @(posedge clk) begin
      state = rst? 0 : d;
    end
endmodule
module onebitreg(readdata, clk, rst, writedata, write);
   output readdata;
   input  clk, rst, writedata, write;
   wire   actualWrite;
   assign actualWrite = (write & writedata) | (~write & readdata);
   dff data(.q (readdata), .d(actualWrite), .clk (clk), .rst (rst));
endmodule  
module reg16(readdata, clk, rst, writedata, write);
   output [15:0] readdata;
   input 	clk, rst, write;
   input [15:0] writedata;
   onebitreg r0 (.readdata(readdata[0]), .clk(clk), .rst(rst), .writedata(writedata[0]), .write(write));
   onebitreg r1 (.readdata(readdata[1]), .clk(clk), .rst(rst), .writedata(writedata[1]), .write(write));
   onebitreg r2 (.readdata(readdata[2]), .clk(clk), .rst(rst), .writedata(writedata[2]), .write(write));
   onebitreg r3 (.readdata(readdata[3]), .clk(clk), .rst(rst), .writedata(writedata[3]), .write(write));
   onebitreg r4 (.readdata(readdata[4]), .clk(clk), .rst(rst), .writedata(writedata[4]), .write(write));
   onebitreg r5 (.readdata(readdata[5]), .clk(clk), .rst(rst), .writedata(writedata[5]), .write(write));
   onebitreg r6 (.readdata(readdata[6]), .clk(clk), .rst(rst), .writedata(writedata[6]), .write(write));
   onebitreg r7 (.readdata(readdata[7]), .clk(clk), .rst(rst), .writedata(writedata[7]), .write(write));
   onebitreg r8 (.readdata(readdata[8]), .clk(clk), .rst(rst), .writedata(writedata[8]), .write(write));
   onebitreg r9 (.readdata(readdata[9]), .clk(clk), .rst(rst), .writedata(writedata[9]), .write(write));
   onebitreg r10(.readdata(readdata[10]), .clk(clk), .rst(rst), .writedata(writedata[10]), .write(write));
   onebitreg r11(.readdata(readdata[11]), .clk(clk), .rst(rst), .writedata(writedata[11]), .write(write));
   onebitreg r12(.readdata(readdata[12]), .clk(clk), .rst(rst), .writedata(writedata[12]), .write(write));
   onebitreg r13(.readdata(readdata[13]), .clk(clk), .rst(rst), .writedata(writedata[13]), .write(write));
   onebitreg r14(.readdata(readdata[14]), .clk(clk), .rst(rst), .writedata(writedata[14]), .write(write));
   onebitreg r15(.readdata(readdata[15]), .clk(clk), .rst(rst), .writedata(writedata[15]), .write(write));
endmodule  
module decode2execute(input [15:0] RegVal1, input[15:0] RegVal2, input[2:0] Reg2Write2, input [15:0] pcplustwoin,
		      input Clk, input Rst, input Stall, input [2:0] Reg1Sel, input [2:0] Reg2Sel,
		      output[15:0] nextRV1, output[15:0] nextRV2, output[2:0] nxtReg2Write2,
		      output [2:0] nextReg1Sel, output [2:0] nextReg2Sel, output [15:0] pcplustwoout);
      wire [6:0] foo;
     reg16 pcplus(.readdata(pcplustwoout), .clk(Clk), .rst(Rst), .writedata(pcplustwoin), .write(~Stall));
     reg16 r0(.readdata(nextRV1), .clk(Clk), .rst(Rst), .writedata(RegVal1), .write(~Stall));
     reg16 r1(.readdata(nextRV2), .clk(Clk), .rst(Rst), .writedata(RegVal2), .write(~Stall));
     reg16 r2(.readdata({foo, nextReg1Sel, nextReg2Sel, nxtReg2Write2}), .clk(Clk), .rst(Rst), .writedata({7'b0, Reg1Sel, Reg2Sel, Reg2Write2}), .write(~Stall));
endmodule  
File: flow/run.sh
#!/bin/bash
# OpenROAD 26Q1-2900-gdf79404cd8, Yosys 0.63+post, stock flow scripts
make -C /OpenROAD-flow-scripts/flow DESIGN_CONFIG=/design/flow/config.mk WORK_HOME=/design/flow/orfs finish
==> changes_impl.md <==
### Metrics

- Filler cells: 532
- Clk pin slew, worst setup/hold paths: 0.06 ns
- Post-synthesis cell area: about 0.0025 sq mm
- Gr usage total: between 10% and 20%
- Arrival @ worst endpoint: 0.83 ns
- Setup TNS Final: 0 ns
- Yosys Warn Count: 1
- Post_cts resized: about 170
- Fmax: 950 MHz
- Cts hold-fix bufs: 0
- Gpl congestion: roughly 0.73
- Yosys top cell by area: dfxtp_1
- IO Pins: 117
- Final WL: ~4.6 mm
- CP top delay family: flip-flops
- Slew @ Worst Pin: 0.245 ns
- DRC errors left: 0
- R2R Setup Slk: approximately 0.47 ns
- Vias in the first global route: 1606
- Relative slew slack: 83.6%
- Dominant register cell: dfxtp_1
- Commonest cells in the netlist: buf_4, dfxtp_1, mux2i_1, nor2_1, buf_12
- Core ar.: approximately 0.0060 sq mm
- Slew Viols, Final: 0
- Largest net degree at the start of global routing: 58
- CTS Sinks: 57
- Post-synth EDFFs: 0
- Status: finished clean
- FP Rows: 28
- Register Area: 0.00121 sq mm
- Register-to-Register Path Depth: 2
- Die Height: 80.8 um
- Hpwl dp: 3.09 mm
- Inserted Clock Buffers: 9
- CP endpoint kind: output port
- Registers, synthesis: approximately 57
- DR pass1 iterations: 4
- Setup Buffers After CTS: 0
- Yosys top cell area share: 45.9%
- Worst-path maximum fanout: 2
- Avg Synthesized Cell Area: 10.3 sq um
- PD cells: 1300 mW/mm^2
- RSZ-0062 raised after global routing: no
- IO Port Bufs: 116
- Max incr delay on CP: 0.32 ns
- Antenna-violating nets left: 0
- Share of layout cells above drive strength 1: between 20% and 30%
- Worst hold path class: in2reg
- DR vias/cell: 4.36
- Hold-critical path depth: 3
- Final Hold Vio Count: 0
- Startpoint Class: register
- P&R area growth vs syn: 39.1%
- Sequential share of the synthesized area: between 40% and 50%
- CP cell instances: clkdlybuf4s15_1
- Hold_sp: Stall
- Clock tree from TritonCTS: done
- Diodes inserted: 0
- Critical path required time: 0.88 ns
- Leakage: 1.54 nW
- Root Buffer: clkbuf_8
- Starting Density: 41.7%
- Count of final setup violators: 0
- DR iter-0 viols: between 50 and 60
- Max Cap Violations: 0
- FFs w/ async S/R, synth: 0%
- Final period utilization: 95.7%
- Power Total: 0.00448 W
- Logic area: 785 sq um
- Post-Syn Instances: between 200 and 250
- Clock Tree Buf Depth: 2
- H-tree depth: 3
- Chip Area: 0.00653 sq mm
- Maximum VDD drop: 697 uV
- Routed len/inst: ~12 um
- Tool Warnings: 25
- Worst skew pair latency: 0.32 ns
- Initial antenna violation count: 0
- Die width: 80.8 um
- Routed vias: approximately 1700
- Slowest-stage cell, CP: dfxtp_2
- Crit Path Class: reg2out
- Minimum clock period after layout: roughly 1.1 ns
- Count leader, synth: buf_4
- Cell count in the Yosys report: 241
- Yosys stat chip area: around 0.0025 sq mm
- Congestion Overflow GR: 0
- Crit path buffers/inverters: 1
- Synth cell types: 8
- First-pass GRT wire length: 7.18 mm
- Final worst clock skew: 0 ns
- Top cells by area: dfxtp_1, mux2i_1, buf_4
cells by family (layout without fill, tap and decap cells):
family,count (synthesis),in the layout,share of synthesized area (%)
DFF,57,57,45.9
muxes,57,57,22.9
and+or+nand+nor,57,57,8.61
buffers and inverters,70,136,22.5
report_power, final:
part           switching [W]  internal (W)
clock network       0.000762      0.000802
logic               0.000193      0.000456
registers          0.0000567       0.00221
total                0.00101       0.00347
worst max path at each step:
stage | to | from | cells after the start
final | nextRV1[11] | register | 1
after global routing | nextRV2[14] | register | 1
after CTS | nextRV1[3] | register | 1
routing by layer:
metal  up-vias  GRT usage [%]  routed length [um]
met5         -              0                   0
met4         0           3.39                 112
met3        11           5.13                 433
met2        75           23.3                2060
met1       730           19.0                2010
li1        848              -                   -
cell type report:
type / instances / share of cell area [%]
Sequential cell: 57 / 35.1
Timing Repair Buffer: 120 / 35.0
Multi-Input combinational cell: 114 / 22.7
Clock buffer: 12 / 3.91
Tap cell: 75 / 2.71
Clock inverter: 4 / 0.579
through the flow:
step / hold WS (ns) / std cells / setup slack [ns] / area [sq um] / util [%]
6_report: 0.252 / 382 / 0.0478 / 3460 / 58.0
5_1_grt: 0.261 / 382 / 0.000227 / 3460 / 58.0
4_1_cts: 0.239 / 382 / 0.000150 / 3460 / 58.1
3_5_place_dp: 0.481 / 366 / 0.0851 / 3240 / 54.4
3_3_place_gp: 0.473 / 366 / 0.0855 / 3240 / 54.4
2_1_floorplan: 0.364 / 241 / 0.199 / 2490 / -
cell usage in the layout (no fill, tap or decap), types with 2 or more instances in the layout:
master           netlist  final
clkdlybuf4s50_1        0     57
clkbuf_8               0      9
clkbuf_2               0      2
buf_4                 59      2
nor2_1                57     57
dfxtp_2                0     57
buf_12                 4      3
clkdlybuf4s15_1        0     55
mux2i_1               57     57
clkinv_2               0      4
clkbuf_1               3      3
No activity file was given, so power comes from the tool's default toggle rates.
