<file path="flow/run.sh">
#!/bin/bash
# OpenROAD 26Q1-2900-gdf79404cd8, Yosys 0.63+post, stock flow scripts
make -C /OpenROAD-flow-scripts/flow DESIGN_CONFIG=/design/flow/config.mk WORK_HOME=/design/flow/orfs finish
</file>
<file path="flow/config.mk">
export PLATFORM = sky130hd
export DESIGN_NAME = fetch2decode
export DESIGN_NICKNAME = fetch2decode
export VERILOG_FILES = /design/flow/design.v
export SDC_FILE = /design/flow/constraint.sdc
export NUM_CORES = 4
export LEC_CHECK = 1
export CORE_UTILIZATION = 30
</file>
<file path="flow/constraint.sdc">
current_design fetch2decode

set clk_period 1.0
set clk_io_pct 0.2

create_clock -name clk0 -period $clk_period [get_ports {Clk}]

set non_clock_inputs [all_inputs -no_clocks]
set_input_delay [expr $clk_period * $clk_io_pct] -clock clk0 $non_clock_inputs
set_output_delay [expr $clk_period * $clk_io_pct] -clock clk0 [all_outputs]
</file>
<file path="flow/design.v">
module dff (q, d, clk, rst);
    output         q;
    input          d;
    input          clk;
    input          rst;
    reg            state;
    assign #(1) q = state;
    always @(posedge clk) begin
      state = rst? 0 : d;
    end
endmodule
module onebitreg(readdata, clk, rst, writedata, write);
   output readdata;
   input  clk, rst, writedata, write;
   wire   actualWrite;
   assign actualWrite = (write & writedata) | (~write & readdata);
   dff data(.q (readdata), .d(actualWrite), .clk (clk), .rst (rst));
endmodule  
module reg16(readdata, clk, rst, writedata, write);
   output [15:0] readdata;
   input 	clk, rst, write;
   input [15:0] writedata;
   onebitreg r0 (.readdata(readdata[0]), .clk(clk), .rst(rst), .writedata(writedata[0]), .write(write));
   onebitreg r1 (.readdata(readdata[1]), .clk(clk), .rst(rst), .writedata(writedata[1]), .write(write));
   onebitreg r2 (.readdata(readdata[2]), .clk(clk), .rst(rst), .writedata(writedata[2]), .write(write));
   onebitreg r3 (.readdata(readdata[3]), .clk(clk), .rst(rst), .writedata(writedata[3]), .write(write));
   onebitreg r4 (.readdata(readdata[4]), .clk(clk), .rst(rst), .writedata(writedata[4]), .write(write));
   onebitreg r5 (.readdata(readdata[5]), .clk(clk), .rst(rst), .writedata(writedata[5]), .write(write));
   onebitreg r6 (.readdata(readdata[6]), .clk(clk), .rst(rst), .writedata(writedata[6]), .write(write));
   onebitreg r7 (.readdata(readdata[7]), .clk(clk), .rst(rst), .writedata(writedata[7]), .write(write));
   onebitreg r8 (.readdata(readdata[8]), .clk(clk), .rst(rst), .writedata(writedata[8]), .write(write));
   onebitreg r9 (.readdata(readdata[9]), .clk(clk), .rst(rst), .writedata(writedata[9]), .write(write));
   onebitreg r10(.readdata(readdata[10]), .clk(clk), .rst(rst), .writedata(writedata[10]), .write(write));
   onebitreg r11(.readdata(readdata[11]), .clk(clk), .rst(rst), .writedata(writedata[11]), .write(write));
   onebitreg r12(.readdata(readdata[12]), .clk(clk), .rst(rst), .writedata(writedata[12]), .write(write));
   onebitreg r13(.readdata(readdata[13]), .clk(clk), .rst(rst), .writedata(writedata[13]), .write(write));
   onebitreg r14(.readdata(readdata[14]), .clk(clk), .rst(rst), .writedata(writedata[14]), .write(write));
   onebitreg r15(.readdata(readdata[15]), .clk(clk), .rst(rst), .writedata(writedata[15]), .write(write));
endmodule  
module fetch2decode(Clk, Rst,
		    RegDestIn, Reg1In, Reg2In, Reg3In,
		    Stall, Instruction, pcIn, immIn, pcplustwoin,
		    RegDestOut, Reg1Out, Reg2Out, Reg3Out,
			pcOut, immOut, pcplustwoout
		    );
   input Clk, Rst, Stall;
   input [1:0] RegDestIn;
   input [2:0] Reg1In, Reg2In, Reg3In;
   input [15:0] Instruction;
   input [15:0] pcIn;
   input [15:0] immIn;
   input [15:0] pcplustwoin;
   output [15:0] pcplustwoout;
   output [15:0] immOut;
   output [15:0] pcOut;
   output [1:0] RegDestOut;
   output [2:0] Reg1Out, Reg2Out, Reg3Out;
   wire [4:0] 	foo;
   wire [15:0] 	nextInstruction;   
   reg16 pcpls(.writedata(pcplustwoin), .readdata(pcplustwoout), .write(~Stall), .clk(Clk), .rst(Rst));
   reg16 pcreg(.writedata(pcIn), .readdata(pcOut), .write(~Stall), .clk(Clk), .rst(Rst));
   reg16 immreg(.writedata(immIn), .readdata(immOut), .write(~Stall), .clk(Clk), .rst(Rst));
   reg16 controlSignals(
			.writedata({5'b0, RegDestIn, Reg1In, Reg2In, Reg3In}), 
			.clk(Clk), .rst(Rst), 
			.readdata({foo, RegDestOut, Reg1Out, Reg2Out, Reg3Out}), 
			.write(~Stall));
   reg16 instruction(.readdata(nextInstruction), .clk(Clk), .rst(Rst), .writedata(Instruction), .write(~Stall));
endmodule  
</file>
==> flow_summary_export.csv <==
group,metric,value,unit
power,max-vdd-ir-drop,0.540,mV
synthesis,async_flop_share,0,%
route,drc_errors,0,
global_routing,grt_pass1_vias,1642,
placed_design,pre_cts_ws,2.68,ps
cts,clock_path_buffers,2,
synthesis,synth_seq_share,46.6,%
route,drt_iter0_markers,33,
synthesis,synth.most_common_cell,"buf_4",
setup_path,rr_worst_depth,3,
synthesis,ys_sh_aoi,0,%
timing,worst_slack,51.7,ps
cts,cts_root_buffer,"clkbuf_8",
route,drtPass1Iterations,4,
final_layout,stdcell_count,424,
route,num_antenna_cells,0,
power,p_per_area,1520,nW/µm²
final_layout,area_growth,33.1,%
synthesis,top_area_cell,"dfxtp_1",
power,finalPower,5.12,mW
placed_design,gp_congestion,0.647,
floorplan,dieWidth,93.9,µm
synthesis,flop_cell,"dfxtp_1",
setup_path,slowest_delay,320,ps
synthesis,yosys-stat-cells,250,
route,wirelength,4920,µm
cts,cts_tree,"built",
placed_design,dp_hpwl,3330,µm
cts,cts.sinks,59,
cts,hold_buffers,0,
setup_path,setup.worst_path.class,"reg -> out",
power,p_leak,1.65,nW
floorplan,dieArea,8820,µm²
timing,slew_headroom,86.1,%
setup_path,rrSetupSlack,280,ps
synthesis,top_cells_by_count,"buf_4 (64), dfxtp_1 (59), mux2i_1 (59), nor2_1 (59), clkbuf_1 (4)",
timing,setup_violations,0,
timing,hold_viol_final,0,
timing,max_freq,1050,MHz
setup_path,crit_required,800,ps
synthesis,syn_avg_cell_area,10.1,µm²
synthesis,ys_sh_mux,23.3,%
route,antenna_left,0,
job,maxCapViolCount,0,
synthesis,area_leaders,"dfxtp_1 (47%), mux2i_1 (23%), buf_4 (19%), nor2_1 (8.7%), buf_12 (0.79%)",
synthesis,syn_inst,250,
synthesis,synth-edff-count,0,
synthesis,top_area_share,46.6,%
floorplan,die_h,93.9,µm
setup_path,worstPathCellList,"buf_2",
global_routing,grt_usage,11.0,%
setup_path,crit_family,"flip-flops",
synthesis,ys_warn_count,1,
global_routing,overflow,0,
job,warning_count,41,
cts,h-tree-depth,3,
global_routing,grt_max_degree,31,
setup_path,endpoint_kind,"output pin",
cts,cts.clk_slew.worst_paths,60,ps
cts,cts_buffers,9,
global_routing,grt_pass1_wl,7590,µm
setup_path,worst_path_max_delay_cell,"dfxtp_2",
worst_hold_path,hold_class,"in -> reg",
run_status,status,"finished clean",
synthesis,ys_sh_adder,0,%
synthesis,ys_chip_area,2530,µm²
placed_design,port_buffers,120,
timing,rsz0062_at_grt,"no",
route,via_per_inst,4.08,
timing,setup-tns-final,0,ps
synthesis,xor_share,0,%
cts,clk_latency,320,ps
synthesis,ys_sh_simple,8.74,%
floorplan,rows,33,
timing,layout_min_cycle_time,948,ps
floorplan,io_pins,137,
setup_path,cp-start-kind,"register",
floorplan,fp_util,30.9,%
route,num_vias,1728,
timing,finClkSkew,0,ps
placed_design,dp_cells,407,
worst_hold_path,holdPathStages,3,
synthesis,synth_cell_type_count,8,
route,wl_per_cell,11.6,µm
timing,slew_viol_final,0,
worst_hold_path,worstHoldStart,"Rst",
synthesis,synthesis.area,2530,µm²
floorplan,coreArea,8220,µm²
setup_path,worstPathArrival,750,ps
timing,fin_crit_sh,94.8,%
final_layout,layout-drive-gt1-share,44.5,%
timing,worst_slew_pin_slew,208,ps
global_routing,grt_antenna_before_repair,0,
setup_path,cp_max_fo,2,
synthesis,ys_ff,59,
synthesis,logic_family,"multiplexers",
setup_path,cp_num_buf_inv,1,
final_layout,fill_cells,831,
## cells in the final DEF, fill, tap and decap left out, drive strengths merged
master / n
buf: 69
clkbuf: 11
clkdlybuf4s50: 59
clkinv: 3
dfxtp: 59
mux2i: 59
nor2: 59
## cell type report
type / instances / area (µm²) / share of cell area (%)
Sequential cell: 59 / 1250 / 37.2
Tap cell: 105 / 131 / 3.89
Clock inverter: 3 / 15.0 / 0.445
Multi-Input combinational cell: 118 / 812 / 24.1
Clock buffer: 11 / 151 / 4.49
Timing Repair Buffer: 128 / 1010 / 29.9
## worst register-to-register path, cell delays in order, from the launching register on
cell and delay, ps:
dfxtp_2 310, buf_4 120, mux2i_1 130, nor2_1 50
## where the power goes
part	internal [mW]	leakage [nW]	switching, mW
Clock	0.993	0.0908	0.854
Sequential	2.52	0.508	0.0584
Combinational	0.467	1.05	0.229
Total	3.98	1.65	1.14
## metal layers
layer	routed length, µm	global-route usage (%)	vias up
li1	-	-	876
met1	2320	15.3	774
met2	2060	17.0	73
met3	493	3.87	5
met4	51	2.31	0
met5	0	0	-
## worst max-delay path by stage
stage / cells after the start / slack, ps / startpoint / to
4_1_cts: 1 / 20 / register / immOut[10]
5_1_grt: 1 / 3 / register / pcplustwoout[13]
6_report: 1 / 50 / register / Reg3Out[2]
## cells by family (layout without fill, tap and decap cells)
kind of cell	count (synthesis)	in the layout
buf+inv	73	142
flops	59	59
mux	59	59
simple gates	59	59
## stage by stage
stage / util (%) / area [µm²] / hold slack, ps
3_3_place_gp: 41.4 / 3410 / 476
5_1_grt: 41.1 / 3370 / 294
4_1_cts: 41.1 / 3370 / 279
2_1_floorplan: - / 2530 / 344
6_report: 41.1 / 3370 / 296
3_5_place_dp: 41.4 / 3410 / 483
## what timing repair did
| action | 4_1_cts | 5_1_grt |
|---|---|---|
| gates resized | 236 | 0 |
| endpoints found under the setup margin | 59 | 0 |
| buffers inserted | 3 | 0 |
Power and IR drop assume default switching activity.
