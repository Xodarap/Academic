**flow/config.mk**
```make
export PLATFORM = sky130hd
export DESIGN_NAME = control_ff
export DESIGN_NICKNAME = control_ff
export VERILOG_FILES = /design/flow/design.v
export SDC_FILE = /design/flow/constraint.sdc
export NUM_CORES = 4
export LEC_CHECK = 1
export CORE_UTILIZATION = 50
```
**flow/constraint.sdc**
```tcl
current_design control_ff

set clk_period 1.0
set clk_io_pct 0.2

create_clock -name clk0 -period $clk_period [get_ports {clk}]

set non_clock_inputs [all_inputs -no_clocks]
set_input_delay [expr $clk_period * $clk_io_pct] -clock clk0 $non_clock_inputs
set_output_delay [expr $clk_period * $clk_io_pct] -clock clk0 [all_outputs]
```
**flow/design.v**
```verilog
module dff (q, d, clk, rst);
    output         q;
    input          d;
    input          clk;
    input          rst;
    reg            state;
    assign #(1) q = state;
    always @(posedge clk) begin
      state = rst? 0 : d;
    end
endmodule
module onebitreg(readdata, clk, rst, writedata, write);
   output readdata;
   input  clk, rst, writedata, write;
   wire   actualWrite;
   assign actualWrite = (write & writedata) | (~write & readdata);
   dff data(.q (readdata), .d(actualWrite), .clk (clk), .rst (rst));
endmodule  
module reg16(readdata, clk, rst, writedata, write);
   output [15:0] readdata;
   input 	clk, rst, write;
   input [15:0] writedata;
   onebitreg r0 (.readdata(readdata[0]), .clk(clk), .rst(rst), .writedata(writedata[0]), .write(write));
   onebitreg r1 (.readdata(readdata[1]), .clk(clk), .rst(rst), .writedata(writedata[1]), .write(write));
   onebitreg r2 (.readdata(readdata[2]), .clk(clk), .rst(rst), .writedata(writedata[2]), .write(write));
   onebitreg r3 (.readdata(readdata[3]), .clk(clk), .rst(rst), .writedata(writedata[3]), .write(write));
   onebitreg r4 (.readdata(readdata[4]), .clk(clk), .rst(rst), .writedata(writedata[4]), .write(write));
   onebitreg r5 (.readdata(readdata[5]), .clk(clk), .rst(rst), .writedata(writedata[5]), .write(write));
   onebitreg r6 (.readdata(readdata[6]), .clk(clk), .rst(rst), .writedata(writedata[6]), .write(write));
   onebitreg r7 (.readdata(readdata[7]), .clk(clk), .rst(rst), .writedata(writedata[7]), .write(write));
   onebitreg r8 (.readdata(readdata[8]), .clk(clk), .rst(rst), .writedata(writedata[8]), .write(write));
   onebitreg r9 (.readdata(readdata[9]), .clk(clk), .rst(rst), .writedata(writedata[9]), .write(write));
   onebitreg r10(.readdata(readdata[10]), .clk(clk), .rst(rst), .writedata(writedata[10]), .write(write));
   onebitreg r11(.readdata(readdata[11]), .clk(clk), .rst(rst), .writedata(writedata[11]), .write(write));
   onebitreg r12(.readdata(readdata[12]), .clk(clk), .rst(rst), .writedata(writedata[12]), .write(write));
   onebitreg r13(.readdata(readdata[13]), .clk(clk), .rst(rst), .writedata(writedata[13]), .write(write));
   onebitreg r14(.readdata(readdata[14]), .clk(clk), .rst(rst), .writedata(writedata[14]), .write(write));
   onebitreg r15(.readdata(readdata[15]), .clk(clk), .rst(rst), .writedata(writedata[15]), .write(write));
endmodule  
module control_ff(input [35:0] control_in,
		  input [15:0] Inst_in,
		  input clk,
		  input rst,
		  input Stall,
		  input Halt_in,
		  input RType_in,
		  output [35:0] control_out,
		  output [15:0] Inst_out,
		  output Halt_out,
		  output RType_out);
   wire [9:0] 			foo;
   reg16 r0(.readdata(control_out[15:0]), .clk(clk), .rst(rst), .writedata(control_in[15:0]), .write(~Stall));
   reg16 r1(.readdata(control_out[31:16]), .clk(clk), .rst(rst), .writedata(control_in[31:16]), .write(~Stall));
   reg16 r2(.readdata({foo, RType_out, Halt_out, control_out[35:32]}), .clk(clk), .rst(rst), 
		.writedata({10'b0, RType_in, Halt_in, control_in[35:32]}), .write(~Stall));
   reg16 r3(.readdata(Inst_out[15:0]), .clk(clk), .rst(rst), .writedata(Inst_in[15:0]), .write(~Stall));   
endmodule  
```
**flow/run.sh**
```bash
#!/bin/bash
# OpenROAD 26Q1-2900-gdf79404cd8, Yosys 0.63+post, stock flow scripts
make -C /OpenROAD-flow-scripts/flow DESIGN_CONFIG=/design/flow/config.mk WORK_HOME=/design/flow/orfs finish
```
==> deck_impl_summary.md <==
Flow Results at a Glance

Routing
  • Antenna-violating nets left: 0
  • Detailed Route WL: 4.06 mm
  • Iteration-0 DRC Markers: 72
  • ANT cells: 0
  • Via-to-Cell Ratio: 4.64
  • Drc violations: 0
  • 1st-pass router iterations: 21
  • Via count: 1,549
  • DR WL/cell: 12.2 um

Critical path
  • Reg2Reg Depth: 2
  • CP Depth: 1
  • CP top delay family: flip-flops
  • Slowest-stage cell, CP: dfxtp_2
  • Setup slack, reg-to-reg: 370 ps
  • WP buf/inv: 1
  • CP max stage delay: 320 ps
  • Worst setup path end: control_out[17]
  • Worst path cell trace: buf_2
  • Req. time, crit path: 800 ps
  • Worst setup EP type: output pin
  • Crit path max fanout: 2
  • Worst Path Class, Setup: register to output pin
  • Critical Path Source Type: register
  • Worst path arrival time: 730 ps

STA
  • Clock skew: 0 ps
  • Period utilisation layout: 0.930
  • Slew Limit Fails: 0
  • Finish-stage setup viols: 0
  • RSZ-0062 raised after global routing: no
  • FMAX: 1080 MHz
  • Tightest Pin Transition: 227 ps
  • Fin. Hold Viols: 0
  • Period minus WS final: 930 ps
  • Post-Route Setup TNS: 0 ps
  • Relative slew slack: 0.849

Layout
  • Fill cell count: 401
  • Layout cell share with drive strength beyond 1: 0.418
  • Area taken by flip-flops and latches: 0.00115 mm2
  • Area growth from synthesis to layout: 24.0%
  • Final std cells w/o fill: 334
  • Logic area: 743 um2

Place
  • GP Congestion: 0.702
  • Placed insts: 327
  • Port Buf Inserts: 110
  • Post-DP HPWL: 2.75 mm

Synth
  • Distinct cell type count after synthesis: 8
  • Average cell area after synthesis: 10.4 um2
  • Synthesized flop and latch total: 54
  • Yosys chip area: 0.00235 mm2
  • Seq share, synth: 0.460
  • Ys cells: 226
  • Synth Instances: 226
  • Yosys warning count: 1
  • Netlist Area Pre-Place: 0.00235 mm2

Global route
  • Initial antenna violation count: 0
  • Total grt overflow: 0
  • Largest net degree at the start of global routing: 55
  • First-pass GRT wire length: 6.74 mm
  • Total GRT Usage: 0.171
  • Vias in the first global route: 1,558

Clock tree
  • Clk latency late pin: 290 ps
  • CTS tree: built
  • Buffer depth of the longest clock path: 2
  • TritonCTS buffer count: 5
  • Reg clk slew, reported paths: 90 ps
  • Clk root buf: clkbuf_8
  • H-tree levels: 2
  • Clock Sinks: 54

Pwr
  • Max rail drop VDD: 0.907 mV
  • Pleak: 0.00143 uW
  • Power Dens Cells: 1400 mW/mm2
  • Total power: 4090 uW

Hold path
  • Hold WC Path Type: input port to register

Flow run
  • Max-cap viol count: 0
  • Log Warnings: 26

Floorplanning
  • Num ports: 111
  • Fp_density: 0.529
  • Die area: 0.00498 mm2
  • Core footprint: 0.00444 mm2
  • Rows: 24
  • Die y size: 70.6 um
  • Die width: 70.6 um

Run status
  • Outcome: finished, final reports clean
cell type report:
type,count,share of cell area
repair buffers,113,0.302
clock buffers,7,0.0262
multi-input cells,108,0.255
well taps,52,0.0223
flip-flops and latches,54,0.394
cell families (layout without fill, tap and decap cells):
family | Yosys count | after routing | share of synthesized area
buffers and inverters | 64 | 120 | 0.224
muxes | 54 | 54 | 0.230
DFF | 54 | 54 | 0.460
and+or+nand+nor | 54 | 54 | 0.0863
metal layers:
layer  vias to the layer above  global-route usage  routed length (um)
li1                        785                   -                   -
met1                       688               0.215                1650
met2                        68               0.298                1810
met3                         8              0.0621                 547
met4                         0              0.0200                  55
met5                         -                   0                   0
what timing repair did:
action	CTS	global route
hold buffers	0	0
resized	201	16
buffers inserted	0	0
gates cloned	0	0
endpoints found under the setup margin	54	16
how the worst min path moves through the flow:
stage / start / to / cells past startpoint
final: rst / register / 3
after global routing: rst / register / 3
after CTS: rst / register / 3
layout by cell type, fill, tap and decap left out:
master	synthesis	layout
buf_12	5	3
clkdlybuf4s50_1	0	54
clkbuf_1	0	2
buf_2	0	40
dfxtp_2	0	54
mux2i_1	54	54
clkbuf_8	0	5
clkbuf_2	1	16
nor2_1	54	54
through the flow:
| stage | utilization | setup slack (ps) | cell area (um2) | hold slack [ps] |
|---|---|---|---|---|
| 2_1_floorplan | - | 154 | 2350 | 344 |
| 3_3_place_gp | 0.684 | 3.11 | 3040 | 472 |
| 3_5_place_dp | 0.684 | 5.67 | 3040 | 486 |
| 4_1_cts | 0.674 | 0.0601 | 2990 | 344 |
| 5_1_grt | 0.656 | 31.9 | 2910 | 357 |
| 6_report | 0.656 | 69.8 | 2910 | 337 |
cells in the mapped netlist:
library cell  count  area [um2]
dfxtp_1          54        1080
mux2i_1          54         541
nor2_1           54         203
buf_4            52         390
buf_1             5        18.8
buf_12            5         100
buf_6             1        11.3
clkbuf_2          1        5.00
power breakdown:
group          internal, uW  total, uW  switching, uW
Sequential             2300       2360           54.0
Clock                   484       1120            636
Combinational           412        611            199
worst reg2reg max path, stage by stage (launching register included):
cell and delay [ps]:
dfxtp_2 330, mux2i_1 130, nor2_1 60
Power and IR drop assume default switching activity.
