[/design/flow/config.mk]
export PLATFORM = sky130hd
export DESIGN_NAME = rf_bypass
export DESIGN_NICKNAME = rf_bypass
export VERILOG_FILES = /design/flow/design.v
export SDC_FILE = /design/flow/constraint.sdc
export NUM_CORES = 4
export LEC_CHECK = 1
export CORE_UTILIZATION = 50
[/design/flow/constraint.sdc]
current_design rf_bypass

set clk_period 8.2
set clk_io_pct 0.2

create_clock -name clk0 -period $clk_period [get_ports {clk}]

set non_clock_inputs [all_inputs -no_clocks]
set_input_delay [expr $clk_period * $clk_io_pct] -clock clk0 $non_clock_inputs
set_output_delay [expr $clk_period * $clk_io_pct] -clock clk0 [all_outputs]
[/design/flow/design.v]
module dff (q, d, clk, rst);
    output         q;
    input          d;
    input          clk;
    input          rst;
    reg            state;
    assign #(1) q = state;
    always @(posedge clk) begin
      state = rst? 0 : d;
    end
endmodule
module onebitreg(readdata, clk, rst, writedata, write);
   output readdata;
   input  clk, rst, writedata, write;
   wire   actualWrite;
   assign actualWrite = (write & writedata) | (~write & readdata);
   dff data(.q (readdata), .d(actualWrite), .clk (clk), .rst (rst));
endmodule  
module reg16(readdata, clk, rst, writedata, write);
   output [15:0] readdata;
   input 	clk, rst, write;
   input [15:0] writedata;
   onebitreg r0 (.readdata(readdata[0]), .clk(clk), .rst(rst), .writedata(writedata[0]), .write(write));
   onebitreg r1 (.readdata(readdata[1]), .clk(clk), .rst(rst), .writedata(writedata[1]), .write(write));
   onebitreg r2 (.readdata(readdata[2]), .clk(clk), .rst(rst), .writedata(writedata[2]), .write(write));
   onebitreg r3 (.readdata(readdata[3]), .clk(clk), .rst(rst), .writedata(writedata[3]), .write(write));
   onebitreg r4 (.readdata(readdata[4]), .clk(clk), .rst(rst), .writedata(writedata[4]), .write(write));
   onebitreg r5 (.readdata(readdata[5]), .clk(clk), .rst(rst), .writedata(writedata[5]), .write(write));
   onebitreg r6 (.readdata(readdata[6]), .clk(clk), .rst(rst), .writedata(writedata[6]), .write(write));
   onebitreg r7 (.readdata(readdata[7]), .clk(clk), .rst(rst), .writedata(writedata[7]), .write(write));
   onebitreg r8 (.readdata(readdata[8]), .clk(clk), .rst(rst), .writedata(writedata[8]), .write(write));
   onebitreg r9 (.readdata(readdata[9]), .clk(clk), .rst(rst), .writedata(writedata[9]), .write(write));
   onebitreg r10(.readdata(readdata[10]), .clk(clk), .rst(rst), .writedata(writedata[10]), .write(write));
   onebitreg r11(.readdata(readdata[11]), .clk(clk), .rst(rst), .writedata(writedata[11]), .write(write));
   onebitreg r12(.readdata(readdata[12]), .clk(clk), .rst(rst), .writedata(writedata[12]), .write(write));
   onebitreg r13(.readdata(readdata[13]), .clk(clk), .rst(rst), .writedata(writedata[13]), .write(write));
   onebitreg r14(.readdata(readdata[14]), .clk(clk), .rst(rst), .writedata(writedata[14]), .write(write));
   onebitreg r15(.readdata(readdata[15]), .clk(clk), .rst(rst), .writedata(writedata[15]), .write(write));
endmodule  
module rf (
           read1data, read2data, err,
           clk, rst, read1regsel, read2regsel, writeregsel, writedata, write
           );
   input clk, rst;
   input [2:0] read1regsel;
   input [2:0] read2regsel;
   input [2:0] writeregsel;
   input [15:0] writedata;
   input        write;
   output [15:0] read1data;
   output [15:0] read2data;
   output        err;
   wire[127:0] readDatas;
   wire [7:0] 	 writeEnable;
   reg [15:0] 	 readDataReg1, readDataReg2;
   assign writeEnable[0] = write & (3'b000 == writeregsel);
   assign writeEnable[1] = write & (3'b001 == writeregsel);
   assign writeEnable[2] = write & (3'b010 == writeregsel);
   assign writeEnable[3] = write & (3'b011 == writeregsel);
   assign writeEnable[4] = write & (3'b100 == writeregsel);
   assign writeEnable[5] = write & (3'b101 == writeregsel);
   assign writeEnable[6] = write & (3'b110 == writeregsel);
   assign writeEnable[7] = write & (3'b111 == writeregsel);
   reg16 r0(.readdata(readDatas[15:0]), .clk(clk), .rst(rst), .writedata(writedata), .write(writeEnable[0]));
   reg16 r1(.readdata(readDatas[31:16]), .clk(clk), .rst(rst), .writedata(writedata), .write(writeEnable[1]));
   reg16 r2(.readdata(readDatas[47:32]), .clk(clk), .rst(rst), .writedata(writedata), .write(writeEnable[2]));
   reg16 r3(.readdata(readDatas[63:48]), .clk(clk), .rst(rst), .writedata(writedata), .write(writeEnable[3]));
   reg16 r4(.readdata(readDatas[79:64]), .clk(clk), .rst(rst), .writedata(writedata), .write(writeEnable[4]));
   reg16 r5(.readdata(readDatas[95:80]), .clk(clk), .rst(rst), .writedata(writedata), .write(writeEnable[5]));
   reg16 r6(.readdata(readDatas[111:96]), .clk(clk), .rst(rst), .writedata(writedata), .write(writeEnable[6]));
   reg16 r7(.readdata(readDatas[127:112]), .clk(clk), .rst(rst), .writedata(writedata), .write(writeEnable[7]));
   always @* case (read1regsel)
	       3'b000: readDataReg1 = readDatas[15:0];
	       3'b001: readDataReg1 = readDatas[31:16];
	       3'b010: readDataReg1 = readDatas[47:32];
	       3'b011: readDataReg1 = readDatas[63:48];
	       3'b100: readDataReg1 = readDatas[79:64];
	       3'b101: readDataReg1 = readDatas[95:80];
	       3'b110: readDataReg1 = readDatas[111:96];
	       3'b111: readDataReg1 = readDatas[127:112];
	     endcase  
   always @* case (read2regsel)
	       3'b000: readDataReg2 = readDatas[15:0];
	       3'b001: readDataReg2 = readDatas[31:16];
	       3'b010: readDataReg2 = readDatas[47:32];
	       3'b011: readDataReg2 = readDatas[63:48];
	       3'b100: readDataReg2 = readDatas[79:64];
	       3'b101: readDataReg2 = readDatas[95:80];
	       3'b110: readDataReg2 = readDatas[111:96];
	       3'b111: readDataReg2 = readDatas[127:112];
	     endcase  
   assign read1data = readDataReg1;
   assign read2data = readDataReg2;
endmodule
module rf_bypass (
           read1data, read2data, err,
           clk, rst, read1regsel, read2regsel, writeregsel, writedata, write
           );
   input clk, rst, write;   
   input [2:0] read1regsel, read2regsel, writeregsel;
   input [15:0] writedata;
   wire [15:0] 	read1temp, read2temp;
   output [15:0] read1data, read2data;
   output        err;
   rf rf0(.read1data (read1temp), .read2data(read2temp), .err(err), .clk(clk), .rst(rst), .read1regsel (read1regsel), .read2regsel(read2regsel), .writeregsel(writeregsel), .writedata(writedata), .write(write));
   assign read1data = (read1regsel == writeregsel) && write ? writedata : read1temp;
   assign read2data = (read2regsel == writeregsel) && write ? writedata : read2temp;
endmodule  
[/design/flow/run.sh]
#!/bin/bash
# OpenROAD 26Q1-2900-gdf79404cd8, Yosys 0.63+post, stock flow scripts
make -C /OpenROAD-flow-scripts/flow DESIGN_CONFIG=/design/flow/config.mk WORK_HOME=/design/flow/orfs finish
==> reports/qor.yml <==
ys.flop_type: "dfxtp_1"
chip_area_um2: 15100
syn_area_um2: 7320
report.final.setup_viol: 0
clock_sinks: 128
crit_slowest_cell: "clkdlybuf4s50_1"
hpwl_um: 14900
grt_overflow_total: 0
syn2layout_area_growth_pct: 13.1
cts.path.max_buffers: 2
log.warning_count: 25
post_cts_resized: 0
min_period_ps: 6440
clockRootBuffer: "clkbuf_16"
synth_flops: 128
cp_max_fo: 15
dr_total_vias: 6945
endpoint_kind: "output pin"
yosys-stat-area_um2: 7320
preCtsSetupSlack_ps: 1860
holdPathStages: 2
grt_pass1_wl_um: 37500
crit_chain: "clkdlybuf4s50_1 -> buf_4 -> nor2b_1 -> buf_4 -> a221oi_1 -> o22ai_1 -> a21oi_1 -> clkdlybuf4s50_1"
drv_cap: 0
clock_latency_ps: 410
area_leaders: "dfxtp_1 35%, nand2_1 14%, a21oi_1 9.8%"
syn_inst: 942
die_y_um: 123
power_density_nw_per_um2: 196
dr.first_iter.drc_count: 586
cts-htree-levels: 4
numPortBuffers: 59
rrSetupSlack_ps: 7510
synth-async-reset-ratio_pct: 0
timing.final.ws_setup_ps: 1760
status: "finished clean"
post-route-drc-count: 0
final.setup.tns_ps: 0
tightestPinTransition_ps: 946
critical_path.max_stage_delay_ps: 940
ys_types: 45
seq_area_frac_synth_pct: 35.0
crit_start: "read2regsel[1]"
wl_per_cell_um: 21.4
ys_warn_count: 3
period_used_pct: 78.5
wl_um: 24600
firstDrtPassIters: 7
drive_above_1_share_pct: 10.1
ios: 61
p_leak_nw: 2.85
hold_viol_final: 0
max_freq_ghz: 0.155
antenna_found_initial: 0
fin_skew_ps: 0
diodes: 0
syn_avg_cell_area_um2: 7.77
gp_congestion: 0.914
cp-start-kind: "input port"
netlist_top_cells_count: "279 x nand2_1, 143 x a21oi_1, 128 x dfxtp_1, 68 x mux2i_1, 42 x nor2_1"
post_cts.repair.setup_buffers: 0
slew_headroom_pct: 36.6
rsz0062_at_grt: "false"
die_w_um: 123
cts_tree: "built"
worstPathArrival_ps: 4800
via_per_inst: 6.06
worstPathRequired_ps: 6560
edf_count: 0
top_cell_area_share_pct: 35.0
clk_pin_slew_ps: 60
grt_use_total_pct: 34.7
slew_violations: 0
ir_worst_vdd_mv: 0.168
hold_class: "flip-flop to flip-flop"
synth.most_common_cell: "nand2_1"
numCtsBuffers: 17
ff2ff_path_depth: 2
cts-hold-fix-buffers: 0
core-area_um2: 14100
ant_nets: 0
num_rows: 43
grt_pass1_vias: 6523
largest_area_cell: "dfxtp_1"
grt_max_degree: 69
fp_util_pct: 51.9
synth_stat.cells: 942
crit_type: "input port to output pin"
metal layers:
layer | wire length, um | GRT usage, % | vias to the layer above | part of all wire, %
met2 | 11600 | 56.1 | 343 | 47
li1 | - | - | 3264 | -
met1 | 9740 | 46.0 | 3263 | 40
met4 | 994 | 12.7 | 0 | 4.0
met3 | 2180 | 8.57 | 75 | 8.9
met5 | 0 | 0 | - | 0
power breakdown:
part | internal (mW) | switching [mW] | total (mW) | leakage (nW)
clock | 0.463 | 0.295 | 0.758 | 0.277
combinational | 0.0907 | 0.123 | 0.214 | 1.53
sequential | 0.635 | 0.0108 | 0.646 | 1.04
total | 1.19 | 0.429 | 1.62 | 2.85
per-stage QoR:
step / std cells / instance area [um^2] / hold slack, ps / power (mW) / utilization [%]
floorplan: 942 / 7320 / 443 / 0.795 / -
global placement: 1114 / 7680 / 454 / 0.868 / 54.5
detailed placement: 1114 / 7680 / 459 / 0.870 / 54.5
CTS: 1146 / 8280 / 467 / 1.62 / 58.7
global route: 1146 / 8280 / 487 / 1.67 / 58.7
finish: 1146 / 8280 / 468 / 1.62 / 58.7
how the worst max path moves through the flow:
stage | end
final | read2data[15]
after global routing | read1data[0]
after CTS | read2data[15]
worst max-delay path, delay by kind of cell:
family	cells	cell delay, ps
buffers and inverters	4	2090
AND/OR/NAND/NOR	1	640
AND-OR/OR-AND	3	420
cell usage in the layout, fill, tap and decap left out, types with 6 or more instances in the layout:
cell / count
a21oi_1: 143
a221o_1: 10
a221oi_1: 17
a221oi_2: 10
buf_4: 24
clkbuf_16: 17
clkdlybuf4s50_1: 57
dfxtp_1: 128
inv_1: 28
mux2i_1: 68
nand2_1: 279
nor2_1: 41
nor2b_1: 12
o221ai_1: 12
o22ai_1: 35
o31ai_1: 8
xnor2_1: 6
cell families (layout without fill, tap and decap cells):
family,after synthesis,after routing,synth area share (%)
xor gates and xnor gates,6,6,0.718
AOI/OAI and AO/OA,250,250,22.4
and+or+nand+nor,366,366,21.4
muxes,72,72,10.6
other,1,1,0.0512
DFF,128,128,35.0
buffers and inverters,119,143,9.92
layout make-up:
cell class / instances / area [um^2]
clock inverter: 13 / 139
multi-input combinational: 695 / 4030
tap: 180 / 225
fill: 1221 / 5820
inverter: 29 / 109
sequential: 128 / 2560
timing repair buffer: 82 / 756
clock buffer: 19 / 453
Power and IR drop assume default switching activity.
